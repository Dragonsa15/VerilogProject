`design.v`:
```
module BusChose(Out,A,B,select);
output reg [31:0] Out;
input[31:0] A,B;
input select;
always @(*)
begin
    if(select == 0)
        Out = A;
    else
        Out = B; 
end
endmodule 
module RegisterChose(Out,A,B,select);
output reg [5:0] Out;
input[5:0] A,B;
input select;
always @(*)
begin
    if(select == 0)
        Out = A;
    else
        Out = B; 
end
endmodule 
```
`run.sh`:
```
#!/bin/bash
# OpenROAD 26Q1-2900-gdf79404cd8, Yosys 0.63+post, stock flow scripts
make -C /OpenROAD-flow-scripts/flow DESIGN_CONFIG=/design/flow/config.mk WORK_HOME=/design/flow/orfs finish
```
`config.mk`:
```
export PLATFORM = sky130hd
export DESIGN_NAME = BusChose
export DESIGN_NICKNAME = BusChose
export VERILOG_FILES = /design/flow/design.v
export SDC_FILE = /design/flow/constraint.sdc
export NUM_CORES = 4
export LEC_CHECK = 1
export CORE_AREA = 10 10 71 71
export DIE_AREA = 0 0 81 81
```
`constraint.sdc`:
```
current_design BusChose

set clk_period 1.0
set clk_io_pct 0.2

create_clock -name clk0 -period $clk_period

set non_clock_inputs [all_inputs -no_clocks]
set_input_delay [expr $clk_period * $clk_io_pct] -clock clk0 $non_clock_inputs
set_output_delay [expr $clk_period * $clk_io_pct] -clock clk0 [all_outputs]
```
==> impl_metrics.ini <==
; implementation run metrics
[status]
run_status = finished, violations left
violations_in_the_final_reports = negative setup slack

[timing]
fin_crit_sh = 1.179
postLayoutSetupSlackWorst_ps = -179.1
fin_setup_tns_ps = -3304
rsz0062_at_grt = yes
finalSetupViolCount = 32
slew_headroom = 0.9420
hold_viol = 0
actual_slew_at_the_worst_max_slew_pin_ps = 86.96
max_freq_mhz = 848.1
period_minus_slack_ps = 1179
slew_violations = 0

[run]
maxCapViolations = 0
log.warning_count = 34

[floorplanning]
design.die.area_um2 = 6561
floorplan.rows = 22
die_width_um = 81
die_h_um = 81
initial_utilization = 0.1498
design.portCount = 97
placeable_core_area_um2 = 3633

[worst_hold_path]
hold_class = in2out
hold_path.startpoint = B[29]

[cells_and_area]
design.seq.count = 0
final_cell_area_um2 = 1590
area_growth_syn_to_fin_pct = 192.2
layout.core_utilization = 0.4377
final.clkbuf_count = 0
final_layout_size_suffix_gt1_frac = 0.5396
ff_latch_area_um2 = 0

[synthesis]
top_area_frac = 0.8276
synth.largest_area_cell = sky130_fd_sc_hd__mux2_4
synth.avg_cell_area_um2 = 15.12
post_synth_instance_area_um2 = 544.3
yosys-stat-cells = 36
synth.lib_cells_used.distinct = 4
cells_after_synth = 36
ys_seq_share = 0
synth-warning-count = 1
synth.area.top_cells = sky130_fd_sc_hd__mux2_4, sky130_fd_sc_hd__buf_12, sky130_fd_sc_hd__mux2_2
synth.yosys.chip_area_um2 = 544.3

[route]
routed_wirelength_um = 2877
viasPerCell = 3.824
route.antenna.diode_count = 0
antenna_left = 0
detail_route.first_pass.iterations = 2
post-route-drc-count = 0
wire_per_inst_um = 15.39
first_iter_violations = 2
route.vias.total = 715

[place]
detailed_place.area_um2 = 1539
dpl.hpwl_um = 2496
numPortBuffers = 97
finalWeightedCongestion = 0.8322

[setup_path]
setup.worst_path.start_class = primary input
critPathKind = in2out
cp.arrival_ps = 980
critPathRequiredTime_ps = 800
path_max_fanout = 6
worst_setup_path_end_kind = primary output
crit_path_start = select

[grt]
grt_pass1_wl_um = 4140
grt_pass1_vias = 764
gr-total-overflow = 0
grt_usage = 0.07789
antenna_found_initial = 0
grt_start_max_net_pins = 11

[power_and_ir_drop]
sequential_share_of_power = 0
fin_total_pwr_w = 0.0006238
netSwitchingPower_w = 0.0001371
total_leakage_power_nw = 0.8722
clock_power_share = 0
p_comb_frac = 1.000
irDropWorstVdd_uv = 168.8
cellPowerDensity_nw_per_um2 = 392.3
netSwitchingFraction = 0.2197
p_int_w = 0.0004867
critical path: stages:
cell and delay, ps:
sky130_fd_sc_hd__buf_12 120, sky130_fd_sc_hd__buf_12 130, sky130_fd_sc_hd__buf_12 120, sky130_fd_sc_hd__mux2_4 290, sky130_fd_sc_hd__buf_6 110
cell usage after synthesis:
master,number
sky130_fd_sc_hd__mux2_4,30
sky130_fd_sc_hd__mux2_2,2
sky130_fd_sc_hd__buf_6,1
sky130_fd_sc_hd__buf_12,3
power groups by stage:
stage | sequential (W) | combinational [W] | clock, W
global route | 0 | 0.000666 | 0
CTS | 0 | 0.000614 | 0
finish | 0 | 0.000624 | 0
worst paths after layout:
check	end	slack (ps)	depth (start not counted)
worst max-delay path	Out[4]	-180	5
worst min-delay path	Out[29]	690	3
layer usage:
layer	part of all wire	wire [um]	up-vias	track usage
met5	0	0	-	0
met2	0.50	1452	50	0.1425
met3	0.12	350	0	0.02784
met1	0.37	1075	320	0.09026
li1	-	-	345	-
met4	0	0	0	0
cells by family after synthesis:
kind of cell,after synthesis,synth area share
mux,32,0.8690
buf+inv,4,0.1310
layout by cell type (no fill, tap or decap), drive strengths merged:
cell,count
dlygate4sd2,51
dlymetal6s2s,4
mux2,32
buf,43
clkdlybuf4s50,9
final cells by class:
type,instances,area [um2]
well taps,48,60.06
fillers,357,2043
repair buffers,107,1054
multi-input cells,32,476.7
per-stage QoR:
step	setup WS, ps	cells	hold WS (ps)
finish	-179.1	187	690.5
global route	-196.5	187	716.7
CTS	-181.0	186	750.9
detailed placement	-512.3	179	1186
global placement	-504.1	179	1175
floorplan	66.90	36	497.7
repair_timing:
item / in CTS / in global routing
buffers inserted: 5 / 1
endpoints found under the setup margin: 32 / 32
resized: 171 / 10
hold buffers: 0 / 0
cloned: 2 / 0
hold endpoints to repair: 0 / 0
pin swaps: 0 / 0
Power and IR drop assume default switching activity.
