==> flow/design.v <==
module ALU(Output,CarryOut,InputA,InputB,ALUControl,Zero);
output reg [31:0] Output;
input[31:0] InputA,InputB;
input[1:0]ALUControl;
wire [31:0] CarryOuts;
output CarryOut;
output reg Zero;
always @(*)
begin
    if(ALUControl == 2'b00)
    begin
        Output = InputA + InputB;
        Zero = 1'b0;
    end
    else if(ALUControl == 2'b10)
    begin
        Output = InputA - InputB;
        if(Output == 32'b0)
            Zero = 1'b1;
        else
            Zero = 1'b0;
    end
    else    
    begin
        Output = InputA ^ InputB;
        Zero = 1'b0;
    end
end
endmodule
==> flow/run.sh <==
#!/bin/bash
# OpenROAD 26Q1-2900-gdf79404cd8, Yosys 0.63+post, stock flow scripts
make -C /OpenROAD-flow-scripts/flow DESIGN_CONFIG=/design/flow/config.mk WORK_HOME=/design/flow/orfs finish
==> flow/config.mk <==
export PLATFORM = sky130hd
export DESIGN_NAME = ALU
export DESIGN_NICKNAME = ALU
export VERILOG_FILES = /design/flow/design.v
export SDC_FILE = /design/flow/constraint.sdc
export NUM_CORES = 4
export LEC_CHECK = 1
export CORE_UTILIZATION = 40
==> flow/constraint.sdc <==
current_design ALU

set clk_period 18.1
set clk_io_pct 0.2

create_clock -name clk0 -period $clk_period

set non_clock_inputs [all_inputs -no_clocks]
set_input_delay [expr $clk_period * $clk_io_pct] -clock clk0 $non_clock_inputs
set_output_delay [expr $clk_period * $clk_io_pct] -clock clk0 [all_outputs]
==> results.toml <==
# generated from flow reports
[synthesis]
ys_types = 64
top_cells_by_count = "nor2_1, a21oi_1, inv_1"
post_synth.cell_area_avg_um2 = 6.44
synth_area_um2 = 4070
yosys-stat-cells = 632
ys_area_um2 = 4070
ys_warn_count = 2
netlist.area_leader.share = 0.191
syn-instance-count = 632
postSynthSeqShare = 0
area_leaders = "ha_1, xnor2_1, a21oi_1"
yosys.area.top_type = "ha_1"
synth.most_common_cell = "nor2_1"

[cells_and_area]
clkbuf_count = 0
area_growth_pct = 24.2
ff_latch_area_um2 = 0
flops = 0
drive_above_1_share = 0.0216
stdcell_count = 828

[timing]
rsz0062_at_grt = "false"
tightest_slew_ps = 680
slew_viol_final = 0
min_period_ps = 11940
hold_viol = 0
slew-limit-headroom = 0.540
fin_crit_sh = 0.659
fmax_mhz = 83.8
final.setup.tns_ps = 0
setup_viol = 0

[placement]
hpwlAfterDp_um = 10300
portBuffers = 99
place_congestion = 0.971
place_inst = 828

[global_route]
antenna_found_initial = 0
grt_pass1_wl_um = 20900
grt_start_max_net_pins = 59
grt_pass1_vias = 4360
grt_overflow = 0
grtUsageTotal = 0.248

[flow_run]
warning_count = 63
cap_violations = 0

[route]
drt-pass1-iter-count = 4
route.antenna.diode_count = 0
wire_per_inst_um = 15.4
detail-route-antenna-nets = 0
drc = 0
drtIter0Drc = 275
viasPerCell = 5.66
vias = 4687
wl_um = 12700

[clock_network]
cts_resized = 0
postCtsSetupRepairBufs = 0
holdBufCountCts = 0

[floorplanning]
chipArea_um2 = 10600
io_pins = 100
floorplan.core_util = 0.414
die_w_um = 103
fp-row-count = 36
dieHeight_um = 103
core_um2 = 9820

[power_and_ir_drop]
p_per_area_nw_per_um2 = 36.4
ir_drop_mv = 0.0182
p_leak_nw = 2.11

[worst_setup_path]
critPathRequiredTime_ps = 14480
cp.arrival_ps = 8320
start_kind = "input pin"
setup.worst_path.class = "input pin to output port"
critPathMaxFanout = 4
critPathCaptureType = "output port"

[run_status]
status = "completed"

[min_path]
min_path_type = "input pin to output port"
==> kinds of logic (layout without fill, tap and decap cells) <==
logic type / count (synthesis) / in the layout / synth area share
adders and majority gates: 64 / 64 / 0.201
xor gates and xnor gates: 44 / 44 / 0.0947
other: 1 / 1 / 0.000922
and+or+nand+nor: 198 / 198 / 0.234
muxes: 7 / 7 / 0.0172
buffers and inverters: 106 / 169 / 0.108
AOI/OAI and AO/OA: 212 / 212 / 0.344
==> layout make-up <==
cell class         instances  area [um2]
fillers                  990        4770
multi-input cells        526        3630
repair buffers           101        1000
inverters                 68         255
well taps                133         166
==> final timing paths <==
| kind | cells after the start | to | startpoint | slack (ps) |
|---|---|---|---|---|
| setup / recovery | 16 | Zero | InputB[1] | 6160 |
| hold / removal | 5 | Output[30] | ALUControl[1] | 8340 |
==> cells in the final DEF, fill, tap and decap left out, drive strengths merged, types with 7 or more instances in the layout <==
cell type,n
mux2i,7
a31oi,9
xnor2,41
o21ai,37
nand3,13
o21bai,12
clkdlybuf4s50,98
a211oi,20
nand2,32
nor2,75
and2,7
ha,62
nand4,7
a21oi,69
nor3,25
inv,68
a21o,11
nand2b,8
==> metrics by stage <==
stage	util	total power [W]	worst slack, ps	hold WS, ps	instance area [um2]
floorplan	-	0.000113	8260	7370	4070
global placement	0.514	0.000183	6100	8340	5050
detailed placement	0.514	0.000182	6200	8340	5050
CTS	0.514	0.000183	6160	8340	5050
global route	0.514	0.000204	5800	8390	5050
finish	0.514	0.000184	6160	8340	5050
==> critical path: stages <==
cell and delay (ps):
clkdlybuf4s50_1 530, inv_1 90, ha_1 310, nor2b_1 180
o31ai_1 120, a31oi_1 400, a41oi_1 270, o21bai_1 490
nand3_1 260, a31oi_2 330, nand2_1 140, o31ai_1 420
xnor2_1 160, nand3b_1 140, nor4_1 330, clkdlybuf4s50_1 520
==> layer usage <==
metal	global-route usage	vias to the layer above	part of all wire	wire length [um]
met5	0	-	0	0
met4	0.0412	0	0.011	142
met3	0.0124	14	0.060	770
met2	0.400	186	0.45	5740
met1	0.371	2114	0.48	6090
li1	-	2373	-	-
==> where the power goes <==
| part | total (W) | internal, W | switching [W] |
|---|---|---|---|
| clock | 0 | 0 | 0 |
| sequential | 0 | 0 | 0 |
| combinational | 0.000184 | 0.0000889 | 0.0000948 |
No activity file was given, so power comes from the tool's default toggle rates.
