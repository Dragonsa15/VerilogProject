File: design.v
module RegisterFile(
    OutputData1,
    OutputData2,
    WriteBackData,
    ReadRegister1,
    ReadRegister2,
    WriteRegister,
    RegWriteEnable,
    clk,
    reset
);
input[4:0] ReadRegister1,ReadRegister2,WriteRegister;
input[31:0] WriteBackData;
output[31:0] OutputData1,OutputData2;
input RegWriteEnable,clk,reset;
wire [31:0] RegSystem [0:31];
wire [31:0]decodedRegister;
decoder d1(decodedRegister,RegWriteEnable,WriteRegister);
register reg0(RegSystem[0],32'b0,clk,1'b0,1'b1);     
register reg1(RegSystem[1],WriteBackData,clk,reset,decodedRegister[1]);
register reg2(RegSystem[2],WriteBackData,clk,reset,decodedRegister[2]);
register reg3(RegSystem[3],WriteBackData,clk,reset,decodedRegister[3]);
register reg4(RegSystem[4],WriteBackData,clk,reset,decodedRegister[4]);
register reg5(RegSystem[5],WriteBackData,clk,reset,decodedRegister[5]);
register reg6(RegSystem[6],WriteBackData,clk,reset,decodedRegister[6]);
register reg7(RegSystem[7],WriteBackData,clk,reset,decodedRegister[7]);
register reg8(RegSystem[8],WriteBackData,clk,reset,decodedRegister[8]);
register reg9(RegSystem[9],WriteBackData,clk,reset,decodedRegister[9]);
register reg10(RegSystem[10],WriteBackData,clk,reset,decodedRegister[10]);
register reg11(RegSystem[11],WriteBackData,clk,reset,decodedRegister[11]);
register reg12(RegSystem[12],WriteBackData,clk,reset,decodedRegister[12]);
register reg13(RegSystem[13],WriteBackData,clk,reset,decodedRegister[13]);
register reg14(RegSystem[14],WriteBackData,clk,reset,decodedRegister[14]);
register reg15(RegSystem[15],WriteBackData,clk,reset,decodedRegister[15]);
register reg16(RegSystem[16],WriteBackData,clk,reset,decodedRegister[16]);
register reg17(RegSystem[17],WriteBackData,clk,reset,decodedRegister[17]);
register reg18(RegSystem[18],WriteBackData,clk,reset,decodedRegister[18]);
register reg19(RegSystem[19],WriteBackData,clk,reset,decodedRegister[19]);
register reg20(RegSystem[20],WriteBackData,clk,reset,decodedRegister[20]);
register reg21(RegSystem[21],WriteBackData,clk,reset,decodedRegister[21]);
register reg22(RegSystem[22],WriteBackData,clk,reset,decodedRegister[22]);
register reg23(RegSystem[23],WriteBackData,clk,reset,decodedRegister[23]);
register reg24(RegSystem[24],WriteBackData,clk,reset,decodedRegister[24]);
register reg25(RegSystem[25],WriteBackData,clk,reset,decodedRegister[25]);
register reg26(RegSystem[26],WriteBackData,clk,reset,decodedRegister[26]);
register reg27(RegSystem[27],WriteBackData,clk,reset,decodedRegister[27]);
register reg28(RegSystem[28],WriteBackData,clk,reset,decodedRegister[28]);
register reg29(RegSystem[29],WriteBackData,clk,reset,decodedRegister[29]);
register reg30(RegSystem[30],WriteBackData,clk,reset,decodedRegister[30]);
register reg31(RegSystem[31],WriteBackData,clk,reset,decodedRegister[31]);
IdentifyNeededData i1(OutputData1,ReadRegister1,RegSystem[0],RegSystem[1],RegSystem[2],RegSystem[3],RegSystem[4],RegSystem[5],RegSystem[6],RegSystem[7],RegSystem[8],RegSystem[9],RegSystem[10],
                    RegSystem[11],RegSystem[12],RegSystem[13],RegSystem[14],RegSystem[15],RegSystem[16],RegSystem[17],RegSystem[18],RegSystem[19],RegSystem[20],RegSystem[21],RegSystem[22],
                    RegSystem[23],RegSystem[24],RegSystem[25],RegSystem[26],RegSystem[27],RegSystem[28],RegSystem[29],RegSystem[30],RegSystem[31]);
IdentifyNeededData i2(OutputData2,ReadRegister2,RegSystem[0],RegSystem[1],RegSystem[2],RegSystem[3],RegSystem[4],RegSystem[5],RegSystem[6],RegSystem[7],RegSystem[8],RegSystem[9],RegSystem[10],
                    RegSystem[11],RegSystem[12],RegSystem[13],RegSystem[14],RegSystem[15],RegSystem[16],RegSystem[17],RegSystem[18],RegSystem[19],RegSystem[20],RegSystem[21],RegSystem[22],
                    RegSystem[23],RegSystem[24],RegSystem[25],RegSystem[26],RegSystem[27],RegSystem[28],RegSystem[29],RegSystem[30],RegSystem[31]);
endmodule
module mux32x1(out,in,select);
output reg out;
input[31:0] in;
input[4:0] select;
wire [31:0] decodedOutput;
decode5to32 d2(select,decodedOutput);
integer i;
always @(*)
begin
for(i=0;i<=31;i++)
begin
if(decodedOutput[i] == 1'b1)
    out = in[i];
end
end
endmodule
module IdentifyNeededData(OutputData,ReadRegister,in0,in1,in2,in3,in4,in5,in6,in7,in8,in9,in10,in11,in12,in13,in14,in15,in16,in17,in18,in19,in20,in21,in22,in23,in24,in25,in26,in27,in28,in29,in30,in31);
input[4:0] ReadRegister;
output[31:0] OutputData;
input[31:0] in0,in1,in2,in3,in4,in5,in6,in7,in8,in9,in10,in11,in12,in13,in14,in15,in16,in17,in18,in19,in20,in21,in22,in23,in24,in25,in26,in27,in28,in29,in30,in31;
reg[31:0] BitWiseArray [0:31];
integer i;
always @(*)
begin
for(i=0;i<=31;i++)
BitWiseArray[i] = {in31[i],in30[i],in29[i],in28[i],in27[i],in26[i],in25[i],in24[i],in23[i],in22[i],in21[i],in20[i],in19[i],in18[i],in17[i],in16[i],in15[i],in14[i],in13[i],in12[i],in11[i],in10[i],in9[i],in8[i],in7[i],in6[i],in5[i],in4[i],in3[i],in2[i],in1[i],in0[i]};
end
mux32x1 mux0(OutputData[0],BitWiseArray[0],ReadRegister);
mux32x1 mux1(OutputData[1],BitWiseArray[1],ReadRegister);
mux32x1 mux2(OutputData[2],BitWiseArray[2],ReadRegister);
mux32x1 mux3(OutputData[3],BitWiseArray[3],ReadRegister);
mux32x1 mux4(OutputData[4],BitWiseArray[4],ReadRegister);
mux32x1 mux5(OutputData[5],BitWiseArray[5],ReadRegister);
mux32x1 mux6(OutputData[6],BitWiseArray[6],ReadRegister);
mux32x1 mux7(OutputData[7],BitWiseArray[7],ReadRegister);
mux32x1 mux8(OutputData[8],BitWiseArray[8],ReadRegister);
mux32x1 mux9(OutputData[9],BitWiseArray[9],ReadRegister);
mux32x1 mux10(OutputData[10],BitWiseArray[10],ReadRegister);
mux32x1 mux11(OutputData[11],BitWiseArray[11],ReadRegister);
mux32x1 mux12(OutputData[12],BitWiseArray[12],ReadRegister);
mux32x1 mux13(OutputData[13],BitWiseArray[13],ReadRegister);
mux32x1 mux14(OutputData[14],BitWiseArray[14],ReadRegister);
mux32x1 mux15(OutputData[15],BitWiseArray[15],ReadRegister);
mux32x1 mux16(OutputData[16],BitWiseArray[16],ReadRegister);
mux32x1 mux17(OutputData[17],BitWiseArray[17],ReadRegister);
mux32x1 mux18(OutputData[18],BitWiseArray[18],ReadRegister);
mux32x1 mux19(OutputData[19],BitWiseArray[19],ReadRegister);
mux32x1 mux20(OutputData[20],BitWiseArray[20],ReadRegister);
mux32x1 mux21(OutputData[21],BitWiseArray[21],ReadRegister);
mux32x1 mux22(OutputData[22],BitWiseArray[22],ReadRegister);
mux32x1 mux23(OutputData[23],BitWiseArray[23],ReadRegister);
mux32x1 mux24(OutputData[24],BitWiseArray[24],ReadRegister);
mux32x1 mux25(OutputData[25],BitWiseArray[25],ReadRegister);
mux32x1 mux26(OutputData[26],BitWiseArray[26],ReadRegister);
mux32x1 mux27(OutputData[27],BitWiseArray[27],ReadRegister);
mux32x1 mux28(OutputData[28],BitWiseArray[28],ReadRegister);
mux32x1 mux29(OutputData[29],BitWiseArray[29],ReadRegister);
mux32x1 mux30(OutputData[30],BitWiseArray[30],ReadRegister);
mux32x1 mux31(OutputData[31],BitWiseArray[31],ReadRegister);
endmodule
module register(RegOut,RegIn, clk,reset,WriteEn);
output reg[31:0] RegOut;
input[31:0] RegIn;
input clk;
input WriteEn;
input reset;
wire a1,a2;
always @(posedge clk)
    begin
    if(reset)
        RegOut = 0;
    if(WriteEn)
        RegOut = RegIn;
    end
endmodule
module decoder(decodedOutput,ShouldWrite,WriteRegister);
input[4:0] WriteRegister;
input ShouldWrite;
output reg[31:0] decodedOutput;
wire[31:0] temp;
decode5to32 da(WriteRegister,temp);
always @(*)
begin
if(ShouldWrite)
    decodedOutput = {1'b0,temp[30:0]};
end
endmodule
module andfor5(out,a,b,c,d,e);
output out;
input a,b,c,d,e;
wire f1,f2,f3;
and and1(f1,a,b,c,d);
and and2(out,f1,e);
endmodule
module decode5to32(Registerindex,out);
input[4:0] Registerindex;
output[31:0] out;
wire not1,not2,not3,not4,not5;
not A(not1,Registerindex[4]);
not B(not2,Registerindex[3]);
not C(not3,Registerindex[2]);
not D(not4,Registerindex[1]);
not E(not5,Registerindex[0]);
andfor5 and5(out[31],Registerindex[4],Registerindex[3],Registerindex[2],Registerindex[1],Registerindex[0]);
andfor5 and6(out[30],Registerindex[4],Registerindex[3],Registerindex[2],Registerindex[1],not5);
andfor5 and7(out[29],Registerindex[4],Registerindex[3],Registerindex[2],not4,Registerindex[0]);
andfor5 and8(out[28],Registerindex[4],Registerindex[3],Registerindex[2],not4,not5);
andfor5 and9(out[27],Registerindex[4],Registerindex[3],not3,Registerindex[1],Registerindex[0]);
andfor5 and0(out[26],Registerindex[4],Registerindex[3],not3,Registerindex[1],not5);
andfor5 andq(out[25],Registerindex[4],Registerindex[3],not3,not4,Registerindex[0]);
andfor5 andw(out[24],Registerindex[4],Registerindex[3],not3,not4,not5);
andfor5 ande(out[23],Registerindex[4],not2,Registerindex[2],Registerindex[1],Registerindex[0]);
andfor5 andr(out[22],Registerindex[4],not2,Registerindex[2],Registerindex[1],not5);
andfor5 andt(out[21],Registerindex[4],not2,Registerindex[2],not4,Registerindex[0]);
andfor5 andy(out[20],Registerindex[4],not2,Registerindex[2],not4,not5);
andfor5 andu(out[19],Registerindex[4],not2,not3,Registerindex[1],Registerindex[0]);
andfor5 andi(out[18],Registerindex[4],not2,not3,Registerindex[1],not5);
andfor5 ando(out[17],Registerindex[4],not2,not3,not4,Registerindex[0]);
andfor5 andp(out[16],Registerindex[4],not2,not3,not4,not5);
andfor5 anda(out[15],not1,Registerindex[3],Registerindex[2],Registerindex[1],Registerindex[0]);
andfor5 ands(out[14],not1,Registerindex[3],Registerindex[2],Registerindex[1],not5);
andfor5 andd(out[13],not1,Registerindex[3],Registerindex[2],not4,Registerindex[0]);
andfor5 andf(out[12],not1,Registerindex[3],Registerindex[2],not4,not5);
andfor5 andg(out[11],not1,Registerindex[3],not3,Registerindex[1],Registerindex[0]);
andfor5 andh(out[10],not1,Registerindex[3],not3,Registerindex[1],not5);
andfor5 andj(out[9],not1,Registerindex[3],not3,not4,Registerindex[0]);
andfor5 andk(out[8],not1,Registerindex[3],not3,not4,not5);
andfor5 andl(out[7],not1,not2,Registerindex[2],Registerindex[1],Registerindex[0]);
andfor5 andz(out[6],not1,not2,Registerindex[2],Registerindex[1],not5);
andfor5 andx(out[5],not1,not2,Registerindex[2],not4,Registerindex[0]);
andfor5 andc(out[4],not1,not2,Registerindex[2],not4,not5);
andfor5 andv(out[3],not1,not2,not3,Registerindex[1],Registerindex[0]);
andfor5 andb(out[2],not1,not2,not3,Registerindex[1],not5);
andfor5 andn(out[1],not1,not2,not3,not4,Registerindex[0]);
andfor5 andm(out[0],not1,not2,not3,not4,not5);
endmodule
File: run.sh
#!/bin/bash
# OpenROAD 26Q1-2900-gdf79404cd8, Yosys 0.63+post, stock flow scripts
make -C /OpenROAD-flow-scripts/flow DESIGN_CONFIG=/design/flow/config.mk WORK_HOME=/design/flow/orfs finish
File: config.mk
export PLATFORM = sky130hd
export DESIGN_NAME = RegisterFile
export DESIGN_NICKNAME = RegisterFile
export VERILOG_FILES = /design/flow/design.v
export SDC_FILE = /design/flow/constraint.sdc
export NUM_CORES = 4
export LEC_CHECK = 1
export CORE_UTILIZATION = 40
File: constraint.sdc
current_design RegisterFile

set clk_period 13.3
set clk_io_pct 0.2

create_clock -name clk0 -period $clk_period [get_ports {clk}]

set non_clock_inputs [all_inputs -no_clocks]
set_input_delay [expr $clk_period * $clk_io_pct] -clock clk0 $non_clock_inputs
set_output_delay [expr $clk_period * $clk_io_pct] -clock clk0 [all_outputs]
==> results_slide.txt <==
Run Summary

Clock tree
  • Post-CTS Setup Bufs: 0
  • CTS Root Cell: clkbuf_16
  • Reg clk slew, reported paths: 0.06 ns
  • Num CTS Buffers: 115
  • CTS HTree Levels: 3
  • CTS Hold Bufs: 0
  • CTS tree: yes
  • Post-CTS sizing: 0
  • Max clock buf depth: 3

Logic synthesis
  • Avg Cell Area, Syn: 10.1 um2
  • Most frequent cells after synthesis: and2_1 (967), edfxtp_1 (960), o21ai_0 (557)
  • Top cell area share: 49.3%
  • Dominant cells by area after synthesis: edfxtp_1 (49%), and2_1 (10%), o21ai_0 (4.8%), a21oi_1 (3.5%), mux2i_1 (2.2%)
  • Main flop type: edfxtp_1
  • Synthesized cell area: 58500 um2
  • Area leader, netlist: edfxtp_1
  • Synth cell types: 104
  • Synth warnings: 7
  • Number of enable flip-flop cells: 960
  • Post-synthesis async set-or-reset flop share: 0%
  • Syn Inst Count: 5787
  • #FFs+latches synth: 1054
  • Yosys chip area: 58500 um2
  • Cell with the most instances after synthesis: and2_1
  • Yosys cell count: 5787

Placement
  • HPWL after DPL: 258 mm
  • RePlAce Congestion: 1.09
  • PortBufs: 113

Pwr
  • Sequential share of power: 44.0%
  • Peak supply drop: 0.114 mV
  • Net Switching: 0.00248 W
  • Power Density: 123 nW/um2
  • Comb pwr share: 16.1%
  • Internal Power: 0.00560 W
  • Sw Share: 30.7%
  • Leak: 24.3 nW
  • Clock power share: 39.9%

Floorplan
  • Die H: 384 um
  • Die ar.: 148000 um2
  • Number of top-level design ports: 114
  • Number of cell rows: 139
  • Init Core Util: 40.5%
  • Core Region: 144000 um2
  • Die width: 384 um

Worst setup path
  • CP Class: input port to output pin
  • CP Data Arrival Time: 9.58 ns
  • Largest fanout on the critical path: 47
  • CP required: 10.64 ns
  • Worst Setup End Kind: output pin
  • CP Launch Type: input port

Routing
  • DR vias: 55400
  • Router iterations before antenna repair: 9
  • Number of vias per cell: 7.07
  • Drt drc: 0
  • Wire length per cell: 49.2 um
  • Post-Route WL: 385 mm
  • Routed Antenna Nets: 0
  • Initial DRC count: 6991

Job
  • Max-cap violations: 0
  • Tool warnings: 25

Global routing
  • Initial antenna violation count: 74
  • Vias in the first global route: 53200
  • GRT Resource Usage Total: 55.0%
  • Pin count of the biggest net entering global routing: 87
  • Gr ovfl total: 0
  • First-pass GRT wire length: 503 mm

STA
  • Hold_ws: 2.87 ns
  • RSZ-0062 raised after global routing: false
  • Final period util: 92.0%
  • Slew @ Worst Pin: 1.30 ns
  • Post-layout minimum cycle time: 12.24 ns
  • Count of unclocked register or latch pins: 94
  • Final hold vios: 0
  • Endpoints left unconstrained: 94
  • Final Max Tran Viols: 0
  • Slew margin rel.: 12.2%
  • Final setup vio count: 0
  • Max Clk Rate: 81.7 MHz
  • Setup TNS Final: 0 ns

Cells and area
  • Share of layout cells above drive strength 1: 11.9%
  • Area Growth Syn to Fin: 12.4%

Worst hold path
  • Hold Crit Class: input port to flip-flop

Outcome
  • Outcome: completed
worst max-delay path, cell delays in order:
cell	delay [ns]
buf_6	0.50
buf_4	0.78
buf_4	0.59
and2_0	0.89
buf_4	0.52
nand2_1	0.46
buf_4	0.42
nor2_1	0.15
nor2_1	0.17
a211oi_1	0.63
nand3_1	0.51
a211o_1	0.46
dlxtn_1	0.25
clkdlybuf4s50_1	0.39
layout by cell type, fill, tap and decap left out, types with 78 or more instances in the layout:
cell and instances:
a21oi_1 411, o21ai_0 555, o221ai_1 87, and2_1 967, edfxtp_1 960, a22oi_1 91, nor2_1 321, mux2i_1 128
o22ai_1 150, a221oi_1 78, clkdlybuf4s50_1 103, buf_4 347, clkbuf_16 117, nand2_1 301
logic make-up (layout without fill, tap and decap cells):
kind of cell | Yosys count | count (layout) | share of synthesized area (%)
AND-OR/OR-AND | 1867 | 1867 | 20.4
latches | 94 | 94 | 2.41
multiplexers | 194 | 194 | 3.46
flip-flops | 960 | 960 | 49.3
other | 1 | 118 | 0.00641
buffers and inverters | 661 | 689 | 5.38
AND/OR/NAND/NOR | 2010 | 2010 | 19.0
cell type report:
| class | count | area (um2) |
|---|---|---|
| diodes | 54 | 135 |
| clock buffers | 146 | 3040 |
| clock inverters | 61 | 631 |
| fillers | 13300 | 78600 |
| inverters | 22 | 85.1 |
| multi-input cells | 4135 | 25500 |
| flip-flops and latches | 1054 | 30200 |
| well taps | 1903 | 2380 |
| repair buffers | 460 | 3750 |
routing by layer:
layer | global-route usage (%) | part of all wire (%) | wire [um]
met3 | 40.9 | 19 | 72000
met4 | 32.3 | 7.8 | 30000
met1 | 67.0 | 34 | 131000
met5 | 8.15 | 0.42 | 1630
met2 | 69.4 | 39 | 151000
final timing paths:
check,startpoint,endpoint,slack (ns),cells past startpoint
hold / removal,WriteBackData[18],reg1.RegOut[18],2.87,3
setup / recovery,ReadRegister1[1],OutputData1[31],1.06,14
through the flow:
step | instances | instance area, um2 | power, W | setup WS [ns] | utilization, %
6_report | 7835 | 65700 | 0.00809 | 1.06 | 45.5
5_1_grt | 7794 | 65600 | 0.00816 | 1.24 | 45.5
4_1_cts | 7781 | 65600 | 0.00798 | 1.58 | 45.4
3_5_place_dp | 7574 | 61900 | 0.00482 | 1.59 | 42.9
3_3_place_gp | 7574 | 61900 | 0.00482 | 1.55 | 42.9
2_1_floorplan | 5850 | 58700 | 0.00410 | 5.93 | -
power by group through the flow:
stage / clock network [W] / logic, W / registers (W)
4_1_cts: 0.00322 / 0.00120 / 0.00356
6_report: 0.00323 / 0.00130 / 0.00356
5_1_grt: 0.00332 / 0.00127 / 0.00357
Power and IR drop assume default switching activity.
